[flow/config.mk]
export PLATFORM = sky130hd
export DESIGN_NAME = tag_array_ext
export DESIGN_NICKNAME = tag_array_ext
export VERILOG_FILES = /design/flow/design.v
export SDC_FILE = /design/flow/constraint.sdc
export NUM_CORES = 4
export LEC_CHECK = 1
export CORE_UTILIZATION = 40
export SYNTH_MEMORY_MAX_BITS = 65536
[flow/constraint.sdc]
current_design tag_array_ext

set clk_period 206.2
set clk_io_pct 0.2

create_clock -name clk0 -period $clk_period [get_ports {RW0_clk}]

set non_clock_inputs [all_inputs -no_clocks]
set_input_delay [expr $clk_period * $clk_io_pct] -clock clk0 $non_clock_inputs
set_output_delay [expr $clk_period * $clk_io_pct] -clock clk0 [all_outputs]
[flow/design.v]
module data_arrays_0_ext(
  input RW0_clk,
  input [8:0] RW0_addr,
  input RW0_en,
  input RW0_wmode,
  input [31:0] RW0_wmask,
  input [255:0] RW0_wdata,
  output [255:0] RW0_rdata
);
  reg reg_RW0_ren;
  reg [8:0] reg_RW0_addr;
  reg [255:0] ram [511:0];
  integer i;
  always @(posedge RW0_clk)
    reg_RW0_ren <= RW0_en && !RW0_wmode;
  always @(posedge RW0_clk)
    if (RW0_en && !RW0_wmode) reg_RW0_addr <= RW0_addr;
  always @(posedge RW0_clk)
    if (RW0_en && RW0_wmode) begin
      if (RW0_wmask[0]) ram[RW0_addr][7:0] <= RW0_wdata[7:0];
      if (RW0_wmask[1]) ram[RW0_addr][15:8] <= RW0_wdata[15:8];
      if (RW0_wmask[2]) ram[RW0_addr][23:16] <= RW0_wdata[23:16];
      if (RW0_wmask[3]) ram[RW0_addr][31:24] <= RW0_wdata[31:24];
      if (RW0_wmask[4]) ram[RW0_addr][39:32] <= RW0_wdata[39:32];
      if (RW0_wmask[5]) ram[RW0_addr][47:40] <= RW0_wdata[47:40];
      if (RW0_wmask[6]) ram[RW0_addr][55:48] <= RW0_wdata[55:48];
      if (RW0_wmask[7]) ram[RW0_addr][63:56] <= RW0_wdata[63:56];
      if (RW0_wmask[8]) ram[RW0_addr][71:64] <= RW0_wdata[71:64];
      if (RW0_wmask[9]) ram[RW0_addr][79:72] <= RW0_wdata[79:72];
      if (RW0_wmask[10]) ram[RW0_addr][87:80] <= RW0_wdata[87:80];
      if (RW0_wmask[11]) ram[RW0_addr][95:88] <= RW0_wdata[95:88];
      if (RW0_wmask[12]) ram[RW0_addr][103:96] <= RW0_wdata[103:96];
      if (RW0_wmask[13]) ram[RW0_addr][111:104] <= RW0_wdata[111:104];
      if (RW0_wmask[14]) ram[RW0_addr][119:112] <= RW0_wdata[119:112];
      if (RW0_wmask[15]) ram[RW0_addr][127:120] <= RW0_wdata[127:120];
      if (RW0_wmask[16]) ram[RW0_addr][135:128] <= RW0_wdata[135:128];
      if (RW0_wmask[17]) ram[RW0_addr][143:136] <= RW0_wdata[143:136];
      if (RW0_wmask[18]) ram[RW0_addr][151:144] <= RW0_wdata[151:144];
      if (RW0_wmask[19]) ram[RW0_addr][159:152] <= RW0_wdata[159:152];
      if (RW0_wmask[20]) ram[RW0_addr][167:160] <= RW0_wdata[167:160];
      if (RW0_wmask[21]) ram[RW0_addr][175:168] <= RW0_wdata[175:168];
      if (RW0_wmask[22]) ram[RW0_addr][183:176] <= RW0_wdata[183:176];
      if (RW0_wmask[23]) ram[RW0_addr][191:184] <= RW0_wdata[191:184];
      if (RW0_wmask[24]) ram[RW0_addr][199:192] <= RW0_wdata[199:192];
      if (RW0_wmask[25]) ram[RW0_addr][207:200] <= RW0_wdata[207:200];
      if (RW0_wmask[26]) ram[RW0_addr][215:208] <= RW0_wdata[215:208];
      if (RW0_wmask[27]) ram[RW0_addr][223:216] <= RW0_wdata[223:216];
      if (RW0_wmask[28]) ram[RW0_addr][231:224] <= RW0_wdata[231:224];
      if (RW0_wmask[29]) ram[RW0_addr][239:232] <= RW0_wdata[239:232];
      if (RW0_wmask[30]) ram[RW0_addr][247:240] <= RW0_wdata[247:240];
      if (RW0_wmask[31]) ram[RW0_addr][255:248] <= RW0_wdata[255:248];
    end
  assign RW0_rdata = ram[reg_RW0_addr];
endmodule
module tag_array_ext(
  input RW0_clk,
  input [5:0] RW0_addr,
  input RW0_en,
  input RW0_wmode,
  input [3:0] RW0_wmask,
  input [87:0] RW0_wdata,
  output [87:0] RW0_rdata
);
  reg reg_RW0_ren;
  reg [5:0] reg_RW0_addr;
  reg [87:0] ram [63:0];
  integer i;
  always @(posedge RW0_clk)
    reg_RW0_ren <= RW0_en && !RW0_wmode;
  always @(posedge RW0_clk)
    if (RW0_en && !RW0_wmode) reg_RW0_addr <= RW0_addr;
  always @(posedge RW0_clk)
    if (RW0_en && RW0_wmode) begin
      if (RW0_wmask[0]) ram[RW0_addr][21:0] <= RW0_wdata[21:0];
      if (RW0_wmask[1]) ram[RW0_addr][43:22] <= RW0_wdata[43:22];
      if (RW0_wmask[2]) ram[RW0_addr][65:44] <= RW0_wdata[65:44];
      if (RW0_wmask[3]) ram[RW0_addr][87:66] <= RW0_wdata[87:66];
    end
  assign RW0_rdata = ram[reg_RW0_addr];
endmodule
module tag_array_0_ext(
  input RW0_clk,
  input [5:0] RW0_addr,
  input RW0_en,
  input RW0_wmode,
  input [3:0] RW0_wmask,
  input [83:0] RW0_wdata,
  output [83:0] RW0_rdata
);
  reg reg_RW0_ren;
  reg [5:0] reg_RW0_addr;
  reg [83:0] ram [63:0];
  integer i;
  always @(posedge RW0_clk)
    reg_RW0_ren <= RW0_en && !RW0_wmode;
  always @(posedge RW0_clk)
    if (RW0_en && !RW0_wmode) reg_RW0_addr <= RW0_addr;
  always @(posedge RW0_clk)
    if (RW0_en && RW0_wmode) begin
      if (RW0_wmask[0]) ram[RW0_addr][20:0] <= RW0_wdata[20:0];
      if (RW0_wmask[1]) ram[RW0_addr][41:21] <= RW0_wdata[41:21];
      if (RW0_wmask[2]) ram[RW0_addr][62:42] <= RW0_wdata[62:42];
      if (RW0_wmask[3]) ram[RW0_addr][83:63] <= RW0_wdata[83:63];
    end
  assign RW0_rdata = ram[reg_RW0_addr];
endmodule
module data_arrays_0_0_ext(
  input RW0_clk,
  input [8:0] RW0_addr,
  input RW0_en,
  input RW0_wmode,
  input [3:0] RW0_wmask,
  input [127:0] RW0_wdata,
  output [127:0] RW0_rdata
);
  reg reg_RW0_ren;
  reg [8:0] reg_RW0_addr;
  reg [127:0] ram [511:0];
  integer i;
  always @(posedge RW0_clk)
    reg_RW0_ren <= RW0_en && !RW0_wmode;
  always @(posedge RW0_clk)
    if (RW0_en && !RW0_wmode) reg_RW0_addr <= RW0_addr;
  always @(posedge RW0_clk)
    if (RW0_en && RW0_wmode) begin
      if (RW0_wmask[0]) ram[RW0_addr][31:0] <= RW0_wdata[31:0];
      if (RW0_wmask[1]) ram[RW0_addr][63:32] <= RW0_wdata[63:32];
      if (RW0_wmask[2]) ram[RW0_addr][95:64] <= RW0_wdata[95:64];
      if (RW0_wmask[3]) ram[RW0_addr][127:96] <= RW0_wdata[127:96];
    end
  assign RW0_rdata = ram[reg_RW0_addr];
endmodule
module mem_ext(
  input W0_clk,
  input [24:0] W0_addr,
  input W0_en,
  input [63:0] W0_data,
  input [7:0] W0_mask,
  input R0_clk,
  input [24:0] R0_addr,
  input R0_en,
  output [63:0] R0_data
);
  reg reg_R0_ren;
  reg [24:0] reg_R0_addr;
  reg [63:0] ram [33554431:0];
  localparam TEST_FILE_PARAM = "./hello.hex";
  integer i;
  always @(posedge R0_clk)
    reg_R0_ren <= R0_en;
  always @(posedge R0_clk)
    if (R0_en) reg_R0_addr <= R0_addr;
  always @(posedge W0_clk)
    if (W0_en) begin
      if (W0_mask[0]) ram[W0_addr][7:0] <= W0_data[7:0];
      if (W0_mask[1]) ram[W0_addr][15:8] <= W0_data[15:8];
      if (W0_mask[2]) ram[W0_addr][23:16] <= W0_data[23:16];
      if (W0_mask[3]) ram[W0_addr][31:24] <= W0_data[31:24];
      if (W0_mask[4]) ram[W0_addr][39:32] <= W0_data[39:32];
      if (W0_mask[5]) ram[W0_addr][47:40] <= W0_data[47:40];
      if (W0_mask[6]) ram[W0_addr][55:48] <= W0_data[55:48];
      if (W0_mask[7]) ram[W0_addr][63:56] <= W0_data[63:56];
    end
  assign R0_data = ram[reg_R0_addr];
endmodule
module mem_0_ext(
  input W0_clk,
  input [8:0] W0_addr,
  input W0_en,
  input [63:0] W0_data,
  input [7:0] W0_mask,
  input R0_clk,
  input [8:0] R0_addr,
  input R0_en,
  output [63:0] R0_data
);
  reg reg_R0_ren;
  reg [8:0] reg_R0_addr;
  reg [63:0] ram [511:0];
  integer i;
  always @(posedge R0_clk)
    reg_R0_ren <= R0_en;
  always @(posedge R0_clk)
    if (R0_en) reg_R0_addr <= R0_addr;
  always @(posedge W0_clk)
    if (W0_en) begin
      if (W0_mask[0]) ram[W0_addr][7:0] <= W0_data[7:0];
      if (W0_mask[1]) ram[W0_addr][15:8] <= W0_data[15:8];
      if (W0_mask[2]) ram[W0_addr][23:16] <= W0_data[23:16];
      if (W0_mask[3]) ram[W0_addr][31:24] <= W0_data[31:24];
      if (W0_mask[4]) ram[W0_addr][39:32] <= W0_data[39:32];
      if (W0_mask[5]) ram[W0_addr][47:40] <= W0_data[47:40];
      if (W0_mask[6]) ram[W0_addr][55:48] <= W0_data[55:48];
      if (W0_mask[7]) ram[W0_addr][63:56] <= W0_data[63:56];
    end
  assign R0_data = ram[reg_R0_addr];
endmodule
[flow/run.sh]
#!/bin/bash
# OpenROAD 26Q1-2900-gdf79404cd8, Yosys 0.63+post, stock flow scripts
make -C /OpenROAD-flow-scripts/flow DESIGN_CONFIG=/design/flow/config.mk WORK_HOME=/design/flow/orfs finish
==> impl_metrics.json <==
{
  "timing.hold.ws_ns": 0.4464,
  "netlist_instances": 9309,
  "syn_area_um2": 214600,
  "netlist.area_leader.share_pct": 78.90,
  "critPathKind": "register to output pin",
  "ys_area_um2": 214600,
  "async_flop_share_pct": 0,
  "drc_errors": 0,
  "place_congestion": 0.8496,
  "fillCellCount": 42550,
  "fin_setup_tns_ns": 0,
  "final_core_util_pct": 46.06,
  "yosys.stat.seqShare_pct": 78.95,
  "setup_viol": 0,
  "grt_overflow": 0,
  "period_needed_ns": 48.97,
  "edf_count": 5638,
  "finalHoldViolCount": 0,
  "wl_met1_um": 162300,
  "critPathLaunchType": "register",
  "maxCapViolCount": 0,
  "fp_util_pct": 40.22,
  "die_area_um2": 539400,
  "post-cts-setup-buffers": 0,
  "status": "finished, final reports clean",
  "ys_cells": 9309,
  "crit_required_ns": 164.96,
  "worst_slew_pin_slew_ns": 0.9541,
  "routed_wl_um": 579700,
  "wl_met2_um": 262700,
  "syn_area_per_cell_um2": 23.05,
  "maxSlewHeadroom_pct": 36.26,
  "drt_iter0_drc": 7112,
  "wl_met3_um": 129600,
  "grt_pass1_vias": 114900,
  "power_mw": 2.435,
  "htree_num_levels": 6,
  "firstDrtPassIters": 13,
  "hold_depth": 1,
  "io_buffers": 188,
  "grt_first_pass_wirelength_um": 820700,
  "antenna_found_initial": 33,
  "cts_buffer_depth": 4,
  "r2r_setup_slack_ns": 205.46,
  "drive_above_1_share_pct": 29.86,
  "hold_buffers": 0,
  "cts-root-buf": "clkbuf_16",
  "rr_startpoint": "reg_RW0_addr[0]",
  "wl_per_cell_um": 32.75,
  "yosysMostFrequentCell": "edfxtp_1",
  "p_leak_nw": 75.71,
  "num_vias": 101500,
  "hpwl_um": 318300,
  "grt_max_degree": 86,
  "flop_cell": "edfxtp_1",
  "worstPathArrival_ns": 7.73,
  "ys_warn_count": 1,
  "io_pins": 189,
  "drv_slew": 0,
  "clock_skew_ns": 0.02640,
  "ys_ff": 5644,
  "drtAntennaViolNets": 0,
  "clkLatencyLatePin_ns": 1.08,
  "numClockSinks": 5644,
  "max_freq_mhz": 20.42,
  "cts.repair.resized": 0,
  "yosys-top-cells-count": "5638 x edfxtp_1, 1408 x mux4_2, 352 x a22oi_1",
  "die_y_um": 734.4,
  "combGateArea_um2": 43660,
  "cts_tree": "yes",
  "yosys.area.top_type": "edfxtp_1",
  "routed.top_layer": "met5",
  "syn_to_final_growth_pct": 14.51,
  "cp-end-kind": "output pin",
  "netlist-cell-type-count": 34,
  "period_used_pct": 23.75,
  "warnings": 26,
  "power_density_nw_per_um2": 9.909,
  "core_um2": 533500,
  "r2r_cells": 1,
  "place_area_um2": 227600,
  "track_usage_pct": 23.87,
  "topCellsByArea": "edfxtp_1 79%, mux4_2 15%, a22oi_1 1.2%",
  "ir_drop_mv": 0.009119,
  "rows": 268,
  "rsz0062_at_grt": "false",
  "path_clk_slew_ns": 0.06,
  "die_w_um": 734.4,
  "seq_area_um2": 169400,
  "min_path_type": "register to register",
  "crit_fanout": 34,
  "cts-buffers-inserted": 571,
  "hp-start": "reg_RW0_addr[1]",
  "stdcell_area_um2": 245700,
  "vias_per_cell": 5.732
}
[routing by layer]
layer / up-vias / global-route usage, %
met5: - / 3.554
met4: 67 / 7.064
met3: 1068 / 24.05
met2: 8395 / 33.28
met1: 50550 / 24.31
li1: 41380 / -
[power by group]
part | switching, mW | internal [mW] | leakage [nW]
sequential | 0.00185 | 1.26 | 50.7
clock | 0.428 | 0.573 | 8.82
combinational | 0.102 | 0.0662 | 16.2
total | 0.531 | 1.90 | 75.7
[worst max-delay path by stage]
stage	cells after the start	slack, ns	end
CTS	12	156.91	RW0_rdata[60]
global route	12	156.52	RW0_rdata[60]
finish	12	157.23	RW0_rdata[60]
[metrics by stage]
| step | setup slack [ns] | cells |
|---|---|---|
| 5_1_grt | 156.52 | 17690 |
| 3_5_place_dp | 158.07 | 16640 |
| 2_1_floorplan | 162.60 | 9309 |
| 3_3_place_gp | 158.07 | 16640 |
| 6_report | 157.23 | 17700 |
| 4_1_cts | 156.91 | 17680 |
[area by class of cell]
class,count,share of cell area [%]
sequential,5644,68.96
clock buffer,688,6.141
antenna,26,0.02648
clock inverter,346,1.205
multi-input combinational,3119,17.77
timing repair buffer,724,2.260
tap,7155,3.643
[layout by cell type (no fill, tap or decap), types with 27 or more instances in the layout]
cell type        count
clkinv_1           145
clkinv_2            95
a21oi_1             28
clkbuf_1           100
nor2_2             153
edfxtp_1          5638
mux2i_1            207
or3_1               52
a41oi_1             52
nand2_1            187
nor2_1              70
o21ai_0             27
clkbuf_16          588
mux4_2            1408
or2_1               27
buf_4              529
bufinv_16           40
buf_2               88
a22oi_1            352
clkdlybuf4s50_1    100
nand3_1            176
nor2_4             105
o22ai_1            123
[worst max-delay path: stages, from the launching register on]
cell	delay, ns
dfxtp_4	0.72
buf_4	0.71
buf_4	0.59
buf_4	0.59
buf_4	0.67
buf_4	0.71
buf_4	0.62
mux4_2	0.59
mux2i_1	0.18
a21oi_1	0.09
a21oi_1	0.38
nor2_1	0.16
clkdlybuf4s50_1	0.46
[sequential cells by signal, indices dropped and copies added (netlist names), named ones only]
register	cells
ram	5632
reg_RW0_addr	6
[kinds of logic after synthesis]
logic type / after synthesis / synth area share, %
flops: 5644 / 78.95
mux: 1626 / 15.80
simple gates: 858 / 1.798
compound gates: 635 / 2.139
buf+inv: 546 / 1.310
Power is estimated from default activity; no workload was simulated.
